## ./config.mk

```make
export PLATFORM = sky130hd
export DESIGN_NAME = CSR
export DESIGN_NICKNAME = CSR
export VERILOG_FILES = /design/flow/design.v
export SDC_FILE = /design/flow/constraint.sdc
export NUM_CORES = 4
export LEC_CHECK = 1
export CORE_UTILIZATION = 30
```

## ./constraint.sdc

```tcl
current_design CSR

set clk_period 11.3
set clk_io_pct 0.2

create_clock -name clk0 -period $clk_period [get_ports {clk_i}]

set non_clock_inputs [all_inputs -no_clocks]
set_input_delay [expr $clk_period * $clk_io_pct] -clock clk0 $non_clock_inputs
set_output_delay [expr $clk_period * $clk_io_pct] -clock clk0 [all_outputs]
```

## ./design.v

```verilog
package pkg_bool;
    localparam      TRUE   = 1'b1;
    localparam      FALSE  = 1'b0;
endpackage
package pkg_rw;
    localparam      READ   = 1'b0;
    localparam      WRITE  = 1'b1;
endpackage
package pkg_opfunct3;
    localparam      ADD    = 5'b0_0000;
    localparam      SUB    = 5'b1_0000;
    localparam      SLL    = 5'b0_0001;
    localparam      SLT    = 5'b0_0010;
    localparam      SLTU   = 5'b0_0011;
    localparam      XOR    = 5'b0_0100;
    localparam      SRL    = 5'b0_0101;
    localparam      SRA    = 5'b1_0101;
    localparam      OR     = 5'b0_0110;
    localparam      AND    = 5'b0_0111;
    localparam      MUL    = 5'b0_1000;
    localparam      MULH   = 5'b0_1001;  
    localparam      MULHU  = 5'b0_1011;  
    localparam      MULHSU = 5'b0_1010;
endpackage
module D_FF #(
    parameter DWidth = 32,
    parameter RValue = '0
)(
    input   logic                   clk_i,
    input   logic                   rst_ni,
    input   logic                   write_en_i,
    input   logic   [DWidth-1:0]    write_data_i,
    output  logic   [DWidth-1:0]    read_data_o
);
    always_ff @(posedge clk_i) begin
        if (!rst_ni) begin
            read_data_o <= RValue;
        end else if (write_en_i) begin
            read_data_o <= write_data_i;
        end
    end
endmodule
module CSR #(
    parameter DWidth = 32,
    parameter AWidth = 12
)(
    input   logic                   clk_i,
    input   logic                   rst_ni,
    input   logic   [DWidth*2-1:0]  cycle_i,
    input   logic   [DWidth*2-1:0]  instret_i,
    input   logic   [AWidth-1:0]    read_addr_i,
    input   logic   [AWidth-1:0]    write_addr_i,
    input   logic   [DWidth-1:0]    write_data_i,
    input   logic                   write_en_i,
    output  logic   [DWidth-1:0]    read_data_o
);
    logic   [DWidth-1:0]            latched_rdata;
    D_FF #(.DWidth(DWidth), .RValue('0)) FF_RDATA (
        .clk_i                      (clk_i),
        .rst_ni                     (rst_ni),
        .write_en_i                 (1'b1),
        .write_data_i               (read_data_o),
        .read_data_o                (latched_rdata)
    );
    logic   [DWidth*2-1:0]          mcycle;
    D_FF #(.DWidth(DWidth*2), .RValue('0)) FF_MCYCLE (
        .clk_i                      (clk_i),
        .rst_ni                     (rst_ni),
        .write_en_i                 (1'b1),
        .write_data_i               (cycle_i),
        .read_data_o                (mcycle)
    );
    logic   [DWidth*2-1:0]          minstret;
    D_FF #(.DWidth(DWidth*2), .RValue('0)) FF_MINSTRET (
        .clk_i                      (clk_i),
        .rst_ni                     (rst_ni),
        .write_en_i                 (1'b1),
        .write_data_i               (instret_i),
        .read_data_o                (minstret)
    );
    always_comb begin
        unique case (read_addr_i)
            'hB00:   read_data_o = mcycle[DWidth-1:0];
            'hB80:   read_data_o = mcycle[DWidth*2-1:DWidth];
            'hB02:   read_data_o = minstret[DWidth-1:0];
            'hB82:   read_data_o = minstret[DWidth*2-1:DWidth];
            default: read_data_o = latched_rdata;
        endcase
    end
endmodule
```

## ./run.sh

```bash
#!/bin/bash
# OpenROAD 26Q1-2900-gdf79404cd8, Yosys 0.63+post, stock flow scripts
make -C /OpenROAD-flow-scripts/flow DESIGN_CONFIG=/design/flow/config.mk WORK_HOME=/design/flow/orfs finish
```

==> run summary <==
Rel. slew slack = 54.6%
Drt first pass iters = 4
Top cells by count = 160 x dfxtp_1, 128 x and2_1
CTS Buf Count = 17
Tool warnings = 70
Max-area cell share = 52.2%
Post-synth area hogs = dfxtp_1 52%, and2_1 13%, mux4_2 12%
HPWL Detailed = 9.81 mm
Gr ovfl total = 0
Crit-path cells = clkdlybuf4s50_1 -> or4_4 -> buf_4 -> o31ai_4 -> nand2_1 -> clkdlybuf4s50_1
Core Region = 19700 µm²
Fill cells = 1750
Fraction of registers with async set/reset = 0%
PD cells = 149 nW/µm²
Initial DRC Count = 142
ANT nets after route = 0
Sum of negative setup slack = 0 ps
Seq share, synth = 52.2%
FP Util = 31.1%
Final WL = 14.5 mm
Rows = 51
Critical Path Max Stage Delay = 750 ps
FF+latch count, synth = 160
Final setup viols = 0
Met1 Wirelength = 6.87 mm
GRT Total Usage = 14.6%
Peak VDD IR = 94.7 µV
Clock skew = 9.36 ps
Metal2 WL = 6.43 mm
Placed Instances = 903
Top Ports = 219
CP max stage cell = or4_4
Die width = 145 µm
Post-synth top area cell = dfxtp_1
Final hold violations = 0
ANT cells = 0
Most frequent cell after synthesis = dfxtp_1
Avg Cell Area, Syn = 12.2 µm²
Die height = 145 µm
HP Start = FF_RDATA.read_data_o[31]
Warnings, synthesis = 3
CP most frequent cell = clkdlybuf4s50_1
Via count = 4176
Clock transition at the registers of the reported paths = 60 ps
Status = finished clean
Clk buf depth = 2
Hold crit path type = reg2reg
CTS tree = done
Leak = 0.00327 µW
Worst path arrival time = 4740 ps
Gpl congestion = 0.768
Clock sinks = 160
Worst r2r src = FF_MINSTRET.read_data_o[43]
FMAX = 0.143 GHz
First-pass GRT wire length = 23.4 mm
Startpoint types = primary input
Initial antenna violation count = 0
Number of enable flip-flop cells = 0
Cell Type Count = 20
H-tree levels = 4
Post-route insts no fill = 935
Reg2reg setup slack = 10080 ps
FF-to-FF End = FF_RDATA.read_data_o[11]
DRC Markers = 0
Pin count of the biggest net entering global routing = 85
Yosys Chip Area = 6130 µm²
Fin crit share = 61.9%
Worst min-delay path endpoint = FF_RDATA.read_data_o[31]
Cell count after synthesis = 501
CP required = 9040 ps
R2R depth = 3
Routed len/inst = 15.5 µm
CP Capture Type = output port
Clock latency (worst-skew pair) = 420 ps
Met3 wire length = 1.01 mm
Slew at the pin closest to its max-slew limit = 681 ps
Hold buffers post-CTS = 0
Clock root buffer = clkbuf_16
Final Max Slew Viols = 0
Worst Path Class, Setup = in2out
Post-CTS Resized = 0
Ys cells = 501
RSZ-0062 raised after global routing = no
Post-CTS setup buffer count = 0
CP Max Fanout = 19
Max Used Layer = met4
Max Cap Violations = 0
Vias in the first global route = 4437
Layout cell share with drive strength beyond 1 = 16.7%
Full die area = 21000 µm²
Hold Crit Depth = 2
Vias/cell = 4.47
Post-Syn Area = 6130 µm²
Syn-to-layout area delta = 41.9%
Top FF cell, synth = dfxtp_1
Input/output buffers = 173
Final Critical Period = 7000 ps
## report_power, final
group	total, µW	switching [µW]	internal [µW]	leakage (µW)
Sequential	593	5.00	588	0.00132
Combinational	117	44.0	73.1	0.00167
Clock	584	234	350	0.000280
Total	1290	283	1010	0.00327
## metal layers
metal / up-vias / global-route usage [%]
met1: 1970 / 21.5
met2: 124 / 22.0
met4: 0 / 1.97
met5: - / 0
met3: 14 / 4.68
li1: 2068 / -
## cells in the final DEF, fill, tap and decap left out
cell type	instances
nand4bb_4	1
clkbuf_1	1
or4_4	1
clkinvlp_4	5
bufinv_16	3
clkbuf_16	17
clkinv_2	1
and2_1	128
buf_4	10
nand2_1	32
nor4_4	1
o31ai_1	2
o31ai_4	30
buf_2	3
a21oi_1	32
nand4_1	32
dfxtp_1	160
nor2b_4	1
nor4bb_4	1
clkdlybuf4s50_1	170
mux4_2	32
inv_6	5
nand2b_4	1
inv_1	1
## logic make-up (layout without fill, tap and decap cells)
kind of cell | count (synthesis) | after routing | synth area share [%]
and+or+nand+nor | 198 | 198 | 19.2
DFF | 160 | 160 | 52.2
buffers and inverters | 47 | 216 | 3.59
muxes | 32 | 32 | 11.8
AOI/OAI and AO/OA | 64 | 64 | 13.3
## cell type report
cell class | instances | area [µm²] | share of cell area (%)
sequential | 160 | 3200 | 36.8
multi-input combinational | 294 | 2770 | 31.8
timing repair buffer | 183 | 1790 | 20.6
clock buffer | 18 | 429 | 4.93
tap | 265 | 332 | 3.81
clock inverter | 14 | 176 | 2.03
inverter | 1 | 3.75 | 0.0431
## worst max-delay path by stage
stage | start | end | slack, ps | depth (start not counted)
CTS | read_addr_i[3] | read_data_o[24] | 4310 | 6
global route | read_addr_i[3] | read_data_o[13] | 4230 | 6
finish | read_addr_i[3] | read_data_o[20] | 4300 | 6
## sequential cells by signal (all words and copies together) (netlist names)
register	count
FF_MCYCLE.read_data_o	64
FF_RDATA.read_data_o	32
FF_MINSTRET.read_data_o	64
## stage by stage
step	cell area (µm²)	hold WS, ps	util, %	setup WS, ps	power, µW
after floorplan	6130	458	-	5680	661
after global placement	8100	464	41.1	4330	724
after detailed placement	8100	471	41.1	4320	725
after CTS	8700	481	44.1	4310	1310
after global routing	8700	495	44.1	4230	1350
final	8700	477	44.1	4300	1290
## critical path, delay by kind of cell
| kind | cells | cell delay, ps |
|---|---|---|
| and+or+nand+nor | 2 | 830 |
| AOI/OAI and AO/OA | 1 | 290 |
| buffers and inverters | 3 | 1310 |
No activity file was given, so power comes from the tool's default toggle rates.
