## flow/config.mk

```make
export PLATFORM = sky130hd
export DESIGN_NAME = MUX5TO1
export DESIGN_NICKNAME = MUX5TO1
export VERILOG_FILES = /design/flow/design.v
export SDC_FILE = /design/flow/constraint.sdc
export NUM_CORES = 4
export LEC_CHECK = 1
export CORE_AREA = 10 10 84 84
export DIE_AREA = 0 0 94 94
```

## flow/constraint.sdc

```tcl
current_design MUX5TO1

set clk_period 4.4
set clk_io_pct 0.2

create_clock -name clk0 -period $clk_period

set non_clock_inputs [all_inputs -no_clocks]
set_input_delay [expr $clk_period * $clk_io_pct] -clock clk0 $non_clock_inputs
set_output_delay [expr $clk_period * $clk_io_pct] -clock clk0 [all_outputs]
```

## flow/design.v

```verilog
package pkg_bool;
    localparam      TRUE   = 1'b1;
    localparam      FALSE  = 1'b0;
endpackage
package pkg_rw;
    localparam      READ   = 1'b0;
    localparam      WRITE  = 1'b1;
endpackage
package pkg_opfunct3;
    localparam      ADD    = 5'b0_0000;
    localparam      SUB    = 5'b1_0000;
    localparam      SLL    = 5'b0_0001;
    localparam      SLT    = 5'b0_0010;
    localparam      SLTU   = 5'b0_0011;
    localparam      XOR    = 5'b0_0100;
    localparam      SRL    = 5'b0_0101;
    localparam      SRA    = 5'b1_0101;
    localparam      OR     = 5'b0_0110;
    localparam      AND    = 5'b0_0111;
    localparam      MUL    = 5'b0_1000;
    localparam      MULH   = 5'b0_1001;  
    localparam      MULHU  = 5'b0_1011;  
    localparam      MULHSU = 5'b0_1010;
endpackage
module MUX5TO1 #(
    parameter DWidth = 32
)(
    input   logic   [DWidth-1:0]    data0_i,
    input   logic   [DWidth-1:0]    data1_i,
    input   logic   [DWidth-1:0]    data2_i,
    input   logic   [DWidth-1:0]    data3_i,
    input   logic   [DWidth-1:0]    data4_i,
    input   logic   [2:0]           select_i,
    output  logic   [DWidth-1:0]    data_o
);
    always_comb begin
        unique case (select_i)
            3'b000:  data_o = data0_i;
            3'b001:  data_o = data1_i;
            3'b010:  data_o = data2_i;
            3'b011:  data_o = data3_i;
            3'b100:  data_o = data4_i;
            default: data_o = '0;
        endcase
    end
endmodule
```

## flow/run.sh

```bash
#!/bin/bash
# OpenROAD 26Q1-2900-gdf79404cd8, Yosys 0.63+post, stock flow scripts
make -C /OpenROAD-flow-scripts/flow DESIGN_CONFIG=/design/flow/config.mk WORK_HOME=/design/flow/orfs finish
```

==> flow_metrics.py <==
# Physical implementation metrics
metrics = {
    "grt": {
        "grt_pass1_vias": 2248,
        "grt_max_degree": 25,
        "grtUsageTotal": 0.184,
        "grt_pass1_wl_mm": 12.9,
        "overflow": 0,
        "antenna_found_initial": 0,
    },
    "drt": {
        "wirelength_mm": 8.79,
        "n_antenna_cell": 0,
        "ant_nets": 0,
        "first_pass_iters": 5,
        "wl_per_cell_um": 21.3,
        "vias_per_cell": 5.09,
        "drc_errors": 0,
        "drtIter0Drc": 80,
        "num_vias": 2098,
    },
    "status": {
        "status": "finished clean",
    },
    "clocking": {
        "cts_hold_buffers": 0,
        "postCtsSetupBuffers": 0,
        "ctsResizeCount": 0,
    },
    "die": {
        "io_pins": 195,
        "die_x_um": 94,
        "rows": 26,
        "die_area_sq_um": 8840,
        "fp-utilization": 0.257,
        "die_h_um": 94,
        "core_area_sq_um": 5200,
    },
    "yosys": {
        "yosys-top-cells-area": "mux2_4 (30%), a32oi_1 (20%), a22oi_1 (17%)",
        "ys_cells": 158,
        "yosysChipArea_sq_um": 1340,
        "syn_avg_cell_area_sq_um": 8.48,
        "netlist_area_sq_um": 1340,
        "synth_cell_type_count": 20,
        "yosys.area.top_type": "mux2_4",
        "yosysTopAreaCellShare": 0.303,
        "synth_cells": 158,
        "synth_seq_share": 0,
        "ys_warn_count": 1,
    },
    "sta": {
        "fin_crit_sh": 0.841,
        "rsz0062_at_grt": "false",
        "slew_headroom": 0.522,
        "setup_tns_ps": 0,
        "setup_violations": 0,
        "hold_violations": 0,
        "worst_pin_slew_ps": 717,
        "slew_violations": 0,
        "clock.fmax_mhz": 270,
        "setup_ws_ps": 701,
        "min_period_ps": 3700,
    },
    "worst_setup_path": {
        "path_buffers": 4,
        "slowest_stage": "clkdlybuf4s50_1",
        "crit_path_end_kind": "primary output",
        "crit_chain": "clkdlybuf4s50_1 > buf_4 > nor2b_2 > buf_4 > a32oi_1 > o21ai_1 > clkdlybuf4s50_1",
        "crit_fanout": 19,
        "worst_ep_required_time_ps": 3520,
        "cp_top_family": "buffers and inverters",
        "critPathLaunchType": "primary input",
        "worstPathArrival_ps": 2820,
        "critPathKind": "primary input to primary output",
        "cpPeakStageDelay_ps": 520,
    },
    "job": {
        "warnings": 33,
        "max-cap-violations": 0,
    },
    "pwr": {
        "seqPwrFrac": 0,
        "share_comb_of_total_power": 1.000,
        "sw_frac_of_total": 0.280,
        "p_sw_uw": 90.8,
        "finalPower_uw": 325,
        "p_per_area_nw_per_um2": 98.1,
        "ir_drop_uv": 51.5,
        "p_clk_frac": 0,
        "p_leak_nw": 1.22,
        "p_int_uw": 234,
    },
    "place": {
        "io_buffers": 195,
        "dp_worst_setup_slack_ps": 695,
        "dpl-instance-area_sq_um": 3310,
        "dp_hpwl_mm": 7.43,
        "place_congestion": 0.845,
    },
    "cells_and_area": {
        "final_area_sq_um": 3310,
        "num-clock-buffers": 0,
        "syn2layout_area_growth_pct": 147,
        "flops": 0,
        "layout-drive-gt1-share": 0.140,
        "final_util": 0.636,
        "seq_area_sq_um": 0,
    },
    "min_path": {
        "hold_path.class": "primary input to primary output",
    },
}
[through the flow]
stage	hold slack, ps	cells
3_3_place_gp	2610	412
3_5_place_dp	2600	412
5_1_grt	2640	412
2_1_floorplan	1790	158
6_report	2600	412
4_1_cts	2610	412
[layer usage]
layer / track usage / up-vias / share of wire / routed length [um]
met5: 0 / - / 0 / 0
met4: 0 / 0 / 0.00057 / 5
met3: 0.0719 / 2 / 0.11 / 985
met2: 0.327 / 117 / 0.50 / 4360
met1: 0.216 / 937 / 0.39 / 3440
li1: - / 1042 / - / -
[cell families after synthesis]
logic type,share of synthesized area
compound gates,0.492
mux,0.352
buf+inv,0.123
simple gates,0.0327
[placed cells by master (no fill, tap or decap), types with 2 or more instances in the layout]
cell type          n
clkdlybuf4s50_1  194
a22oi_1           31
a32oi_1           31
o21ai_1           30
mux2_4            27
buf_4             12
mux2_2             5
nand3_1            2
nor2b_2            2
[power by group through the flow]
stage,Sequential (mW),Clock (mW),Combinational [mW]
after global routing,0,0,0.349
after CTS,0,0,0.328
final,0,0,0.325
[cell type report]
class	count	area, sq um
multi-input combinational	134	1180
inverter	1	3.75
timing repair buffer	207	2040
fill	467	1890
tap	70	87.6
[synth_stat cells (all sizes together)]
| master | count |
|---|---|
| nand2 | 1 |
| buf | 17 |
| clkbuf | 6 |
| nor2b | 2 |
| mux2 | 32 |
| and2b | 1 |
| inv | 1 |
| nor2 | 1 |
| nand3 | 2 |
| a22oi | 31 |
| mux2i | 1 |
| o21ai | 31 |
| a32oi | 31 |
| or3 | 1 |
[worst paths after layout]
path | slack, ps | from | endpoint | cells after the start
min | 2600 | select_i[0] | data_o[23] | 4
max | 700 | select_i[1] | data_o[7] | 7
Power figures rest on the tool's default switching activity, not on a simulated workload.
