<file path="flow/config.mk">
export PLATFORM = sky130hd
export DESIGN_NAME = REGFILE
export DESIGN_NICKNAME = REGFILE
export VERILOG_FILES = /design/flow/design.v
export SDC_FILE = /design/flow/constraint.sdc
export NUM_CORES = 4
export LEC_CHECK = 1
export CORE_UTILIZATION = 40
</file>
<file path="flow/constraint.sdc">
current_design REGFILE

set clk_period 8.6
set clk_io_pct 0.2

create_clock -name clk0 -period $clk_period [get_ports {clk_i}]

set non_clock_inputs [all_inputs -no_clocks]
set_input_delay [expr $clk_period * $clk_io_pct] -clock clk0 $non_clock_inputs
set_output_delay [expr $clk_period * $clk_io_pct] -clock clk0 [all_outputs]
</file>
<file path="flow/design.v">
package pkg_bool;
    localparam      TRUE   = 1'b1;
    localparam      FALSE  = 1'b0;
endpackage
package pkg_rw;
    localparam      READ   = 1'b0;
    localparam      WRITE  = 1'b1;
endpackage
package pkg_opfunct3;
    localparam      ADD    = 5'b0_0000;
    localparam      SUB    = 5'b1_0000;
    localparam      SLL    = 5'b0_0001;
    localparam      SLT    = 5'b0_0010;
    localparam      SLTU   = 5'b0_0011;
    localparam      XOR    = 5'b0_0100;
    localparam      SRL    = 5'b0_0101;
    localparam      SRA    = 5'b1_0101;
    localparam      OR     = 5'b0_0110;
    localparam      AND    = 5'b0_0111;
    localparam      MUL    = 5'b0_1000;
    localparam      MULH   = 5'b0_1001;  
    localparam      MULHU  = 5'b0_1011;  
    localparam      MULHSU = 5'b0_1010;
endpackage
module D_FF #(
    parameter DWidth = 32,
    parameter RValue = '0
)(
    input   logic                   clk_i,
    input   logic                   rst_ni,
    input   logic                   write_en_i,
    input   logic   [DWidth-1:0]    write_data_i,
    output  logic   [DWidth-1:0]    read_data_o
);
    always_ff @(posedge clk_i) begin
        if (!rst_ni) begin
            read_data_o <= RValue;
        end else if (write_en_i) begin
            read_data_o <= write_data_i;
        end
    end
endmodule
module REGFILE #(
    parameter DWidth   = 32,
    parameter NumofReg = 32,
    localparam AWidth  = $clog2(NumofReg)
)(
    input   logic                   clk_i,
    input   logic                   rst_ni,
    input   logic   [AWidth-1:0]    read1_addr_i,
    input   logic   [AWidth-1:0]    read2_addr_i,
    input   logic   [AWidth-1:0]    write_addr_i,
    input   logic   [DWidth-1:0]    write_data_i,
    input   logic                   write_en_i,
    output  logic   [DWidth-1:0]    read1_data_o,
    output  logic   [DWidth-1:0]    read2_data_o
);
    logic   [DWidth-1:0]            GPR[0:NumofReg-1];
    assign  GPR[0] = '0;
    assign  read1_data_o = GPR[read1_addr_i];
    assign  read2_data_o = GPR[read2_addr_i];
    logic                           write_en[1:NumofReg-1];
    always_comb begin
        for (int unsigned i = 1; i < NumofReg; i = i + 1) begin
            if ((i == write_addr_i) && write_en_i) begin
                write_en[i] = 1'b1;
            end else begin
                write_en[i] = 1'b0;
            end
        end
    end
    for (genvar j = 1; j < NumofReg; j = j + 1) begin : gen_gpr
        D_FF #(.DWidth(DWidth), .RValue('0)) FF_GPR(
            .clk_i                  (clk_i),
            .rst_ni                 (rst_ni),
            .write_en_i             (write_en[j]),
            .write_data_i           (write_data_i),
            .read_data_o            (GPR[j])
        );
    end
endmodule
</file>
<file path="flow/run.sh">
#!/bin/bash
# OpenROAD 26Q1-2900-gdf79404cd8, Yosys 0.63+post, stock flow scripts
make -C /OpenROAD-flow-scripts/flow DESIGN_CONFIG=/design/flow/config.mk WORK_HOME=/design/flow/orfs finish
</file>
==> flow_metrics.tcl <==
# place-and-route summary
set metrics [dict create \
    firstDrtPassIters 9 \
    critPathRequiredTime_ns 6.88 \
    first_global_vias 51582 \
    die_w_um 357 \
    num_vias 56251 \
    hold_violations 0 \
    ys_sh_mux 0.00189 \
    vdd_drop_max_mv 0.181 \
    p_comb_frac 0.071 \
    routabilityCongestion 1.06 \
    yosys_warnings 6 \
    overflow 0 \
    clkSinkCount 992 \
    postSynthCellCount 6591 \
    largest_registers "gen_gpr.FF_GPR.read_data_o (992)" \
    antenna_left 0 \
    slew_viol_final 0 \
    fmax_mhz 132 \
    p_int_mw 7.74 \
    clock_skew_ns 0 \
    io_buffers 113 \
    ff_type "dfxtp_1" \
    num_rows 129 \
    post_drt_wl_per_cell_um 37.3 \
    dr.first_iter.drc_count 8261 \
    crit_buf_inv 4 \
    edf_count 0 \
    maxCapViolCount 0 \
    fp-utilization 0.405 \
    crit_path_max_fanout 44 \
    tritoncts "built" \
    holdCritPathClass "reg -> reg" \
    antenna_found_initial 29 \
    p_per_area_mw_per_mm2 184 \
    setup_tns_ns 0 \
    power_leakage_nw 19.5 \
    ys_area_mm2 0.0504 \
    grt_pass1_wl_um 411000 \
    fin_hold_ws_ns 0.470 \
    power.share.clock 0.486 \
    clock_latency_ns 0.75 \
    clock_path_buffers 3 \
    drc 0 \
    core-area_mm2 0.124 \
    endpoint_kind "output port" \
    wirelength_um 302000 \
    syn_area_mm2 0.0504 \
    simple_gate_share 0.281 \
    cts-resized-gates 0 \
    cts_setup_buffers 0 \
    synthAoiAreaFrac 0.265 \
    adder_share 0 \
    hpwlAfterDp_um 176000 \
    fin_crit_ns 7.56 \
    regMostFlops "gen_gpr.FF_GPR.read_data_o" \
    rsz0062_at_grt "no" \
    worst_pin_slew_ns 1.12 \
    htree_levels 3 \
    cts-root-buf "clkbuf_16" \
    crit_family "buffers and inverters" \
    period_used_share 0.880 \
    ys_ff 992 \
    ys_seq_frac 0.394 \
    dieArea_mm2 0.127 \
    fp.dieH_um 357 \
    slew_headroom 0.253 \
    hold_buffers 0 \
    async_flop_share 0 \
    p_seq_frac 0.443 \
    worstSetupPathType "in -> out" \
    largest_reg_flops 992 \
    finalSetupViolCount 0 \
    ys_types 53 \
    warning_count 31 \
    path_clk_slew_ns 0.06 \
    cp-start-kind "primary input" \
    cts_buffers 113 \
    synth_stat.cells 6591 \
    slowest_stage "clkdlybuf4s50_1" \
    post_drt_via_cell_ratio 6.94 \
    logic_family "simple AND/OR/NAND/NOR gates" \
    ios 114 \
    path_cells "clkdlybuf4s50_1 > and2_4 > buf_4 > and2_2 > buf_4 > a22oi_1 > nand3_1 > or4_1 > clkdlybuf4s50_1" \
    slowest_delay_ns 0.83 \
    syn_avg_cell_area_um2 7.64 \
    syn_to_final_growth_pct 13.6 \
    grt.total_usage 0.479 \
    crit_arrival_ns 5.84 \
    p_switching_mw 2.79 \
    grt_start_max_net_pins 187 \
    synthXorXnorAreaFrac 0 \
    power.share.switching 0.265 \
    drive_above_1_share 0.0902 \
    status "completed" \
]
-- metrics by stage --
step                setup slack, ns  std cells  utilization  power (mW)  cell area, um2
finish                         1.04       8103        0.460        10.5           57200
floorplan                      3.52       6591            -        5.09           50400
CTS                            1.36       8080        0.460        10.5           57100
global placement               1.40       7876        0.429        5.45           53300
global route                   1.11       8082        0.460        10.7           57100
detailed placement             1.37       7876        0.429        5.45           53300
-- worst min-delay path, cell delays in order, from the launching register on --
cell and delay, ns:
dfxtp_1 0.32, nand2_1 0.05, a21boi_1 0.05
-- layer usage --
layer  track usage  wire, um  up-vias
li1              -         -    22885
met1         0.603    108000    26630
met2         0.621    115000     5060
met3         0.270     51500     1638
met4         0.328     27500       38
met5             0       296        -
-- area by class of cell --
| class | count | area (um2) |
|---|---|---|
| fillers | 12096 | 67100 |
| multi-input cells | 4875 | 28100 |
| flip-flops and latches | 992 | 19900 |
| repair buffers | 370 | 3320 |
| clock buffers | 157 | 3270 |
| well taps | 1637 | 2050 |
| clock inverters | 47 | 572 |
| diodes | 23 | 57.6 |
| inverters | 2 | 7.51 |
-- cell families (layout without fill, tap and decap cells) --
family,after synthesis,after routing
AND-OR/OR-AND,1703,1703
other,0,23
multiplexers,9,9
flip-flops,992,992
AND/OR/NAND/NOR,3163,3163
buffers and inverters,724,576
-- path summary, 6_finish.rpt --
kind | from | slack [ns] | endpoint | cells after the start
hold reg to reg | gen_gpr[4].FF_GPR.read_data_o[25]$_SDFFE_PN0P_ | 0.47 | gen_gpr[4].FF_GPR.read_data_o[25]$_SDFFE_PN0P_ | 2
setup reg to reg | gen_gpr[3].FF_GPR.read_data_o[29]$_SDFFE_PN0P_ | 7.69 | gen_gpr[3].FF_GPR.read_data_o[29]$_SDFFE_PN0P_ | 2
hold / removal | gen_gpr[4].FF_GPR.read_data_o[25]$_SDFFE_PN0P_ | 0.47 | gen_gpr[4].FF_GPR.read_data_o[25]$_SDFFE_PN0P_ | 2
setup / recovery | read1_addr_i[0] | 1.04 | read1_data_o[7] | 9
-- cells in the mapped netlist, types with 9 or more instances --
cell type | count | area (um2)
or4_1 | 50 | 375
nor3_1 | 16 | 80.1
a222oi_1 | 31 | 310
a221oi_1 | 29 | 254
a32oi_1 | 116 | 1020
nand3_1 | 415 | 2080
nor4_1 | 20 | 125
and2_1 | 34 | 213
buf_2 | 48 | 240
a22oi_1 | 384 | 2880
nor2_1 | 26 | 97.6
nand4_1 | 162 | 1010
a31oi_1 | 15 | 93.8
buf_1 | 26 | 97.6
clkbuf_1 | 635 | 2380
dfxtp_1 | 992 | 19900
nand2_1 | 2053 | 7710
and3_1 | 326 | 2040
a2111oi_0 | 90 | 788
buf_6 | 9 | 101
a21boi_0 | 930 | 6980
and2_0 | 12 | 75.1
a32o_1 | 25 | 250
a21boi_1 | 62 | 465
-- power by group through the flow --
stage                 combinational (mW)  clock [mW]  sequential [mW]
after global routing               0.731        5.28             4.66
final                              0.751        5.12             4.66
after CTS                          0.693        5.10             4.66
-- placed cells by master (no fill, tap or decap), drive strengths merged, types with 15 or more instances in the layout --
cell type and n:
nand4 162, a31oi 15, nor4 20, and2 49, nand3 415, clkinv 30, buf 258, diode 23
nor2 26, nor3 16, nand2 2053, a222oi 31, a2111oi 99, a22oi 384, or4 50, a21boi 992
clkbuf 157, dfxtp 992, a32o 25, and3 326, a32oi 116, a221oi 29, clkdlybuf4s50 112
No activity file was given, so power comes from the tool's default toggle rates.
